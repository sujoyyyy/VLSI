[/design/flow/config.mk]
export PLATFORM = sky130hd
export DESIGN_NAME = koggeStoneAdder
export DESIGN_NICKNAME = koggeStoneAdder
export VERILOG_FILES = /design/flow/design.v
export SDC_FILE = /design/flow/constraint.sdc
export NUM_CORES = 4
export LEC_CHECK = 1
export CORE_AREA = 10 10 74 74
export DIE_AREA = 0 0 84 84
[/design/flow/constraint.sdc]
current_design koggeStoneAdder

set clk_period 3.9
set clk_io_pct 0.2

create_clock -name clk0 -period $clk_period

set non_clock_inputs [all_inputs -no_clocks]
set_input_delay [expr $clk_period * $clk_io_pct] -clock clk0 $non_clock_inputs
set_output_delay [expr $clk_period * $clk_io_pct] -clock clk0 [all_outputs]
[/design/flow/design.v]
module bigCircle(
    input Pi,
    input Gi,
    input Pprev,
    input Gprev,
    output P,
    output G
);
	wire w;
	and and0 (P, Pi, Pprev);
	and and1 (w, Pi, Gprev);
	or or0 (G, Gi, w);
endmodule
module smallCircle(
    input Gi,
    output Ci
);
	buf buf0 (Ci, Gi);
endmodule
module square(
    input A,
    input B,
    output P,
    output G
);
	xor xor0 (P, A, B);
	and and0 (G, A, B);
endmodule
module triangle(
    input Pi,
    input Cprev,
    output Si
);
	xor xor0 (Si, Pi, Cprev);
endmodule
module koggeStoneAdder(
    input [15:0] A,
    input [15:0] B,
    output [16:0] S
);
	wire Cin = 1'b0;
	wire [15:0] C;
	wire [15:0] P1, G1;
	square sq[15:0](A[15:0], B[15:0], P1[15:0], G1[15:0]);
	wire [15:1] P2, G2;
	smallCircle sC0(G1[0], C[0]);
	bigCircle bC0[15:1](P1[15:1], G1[15:1], P1[14:0], G1[14:0], P2[15:1], G2[15:1]);
	wire [15:3] P3, G3;
	smallCircle sC[2:1](G2[2:1], C[2:1]);
	bigCircle bC[15:3](P2[15:3], G2[15:3], P2[13:1], G2[13:1], P3[15:3], G3[15:3]);
	wire [15:7] P4, G4;
	smallCircle sC2[6:3](G3[6:3], C[6:3]);
	bigCircle bC2[15:7](P3[15:7], G3[15:7], P3[11:3], G3[11:3], P4[15:7], G4[15:7]);
	wire [15:15] P5, G5;
	smallCircle sC3[14:7](G4[14:7], C[14:7]);
	bigCircle bC3(P4[15], G4[15], P4[7], G4[7], P5[15], G5[15]);  
	smallCircle sC4(G5[15], C[15]);
	triangle t0(P1[0], Cin, S[0]);
	triangle t1[15:1](P1[15:1], C[14:0], S[15:1]);
	smallCircle sC5(C[15], S[16]);
endmodule
[/design/flow/run.sh]
#!/bin/bash
# OpenROAD 26Q1-2900-gdf79404cd8, Yosys 0.63+post, stock flow scripts
make -C /OpenROAD-flow-scripts/flow DESIGN_CONFIG=/design/flow/config.mk WORK_HOME=/design/flow/orfs finish
==> qor.tcl <==
set qor(status) {complete, no violations}
set qor(unrepaired_setup_endpoints_after_global_routing) {no}
set qor(holdCritPathClass) {in -> out}
set qor(portBuffers) 49
set qor(gp_congestion) 0.752
set qor(synth.yosys.chip_area_um2) 852
set qor(min_delay_worst_endpoint) {S[0]}
set qor(totalNegativeSetupSlack_ns) 0
set qor(syn_to_final_growth_pct) 50.4
set qor(initialDrtViolationCount) 48
set qor(grt_start_max_net_pins) 9
set qor(post-route-period-util_pct) 95.6
set qor(critical_path_class) {in -> out}
set qor(routed_wire_length_per_instance_um) 13.0
set qor(sequential_cell_area_um2) 0
set qor(num-fill-cells) 412
set qor(hold-path-cell-count) 3
set qor(flops) 0
set qor(grt_overflow) 0
set qor(max_cap_violations) 0
set qor(synth_top_area_share_pct) 23.5
set qor(synth.lib_cells_used.distinct) 28
set qor(via_count) 878
set qor(routed_via_density) 4.53
set qor(synthCells) 112
set qor(groute.usage.overall_pct) 6.64
set qor(max_slew_margin_pct) 73.0
set qor(timing.final.crit_period_ns) 3.73
set qor(drt_wl_total_mm) 2.53
set qor(antenna_viol_nets_final) 0
set qor(critical-path-slowest-cell) {sky130_fd_sc_hd__clkdlybuf4s50_1}
set qor(first_global_vias) 873
set qor(die-area_um2) 7060
set qor(clockBufferCount) 0
set qor(yosys_cells) 112
set qor(ir_worst_vdd_mv) 0.0485
set qor(achievable-frequency_ghz) 0.268
set qor(timing_worst_slew_pin_value_ns) 0.401
set qor(hold_buffers) 0
set qor(worst-endpoint-required_ns) 3.12
set qor(critical_path_fanout_max) 2
set qor(antennaDiodeCount) 0
set qor(power_density_nw_per_um2) 171
set qor(worst_ep_arrival_time_ns) 2.95
set qor(wl_met1_mm) 1.13
set qor(floorplan.core_area_um2) 3970
set qor(cts_setup_buffers) 0
set qor(cp_cell_sequence) {clkdlybuf4s50_1, ha_1, fa_1, a21o_1, a21oi_2, o21bai_1, a31o_2, clkdlybuf4s50_1}
set qor(post_route_cells_drive_above_1_share_pct) 2.08
set qor(dr.pass1.iters) 4
set qor(hold_path_startpoint) {B[0]}
set qor(route.met2.wl_mm) 1.27
set qor(total_half_perimeter_wirelength_after_legalization_and_detailed_placement_mm) 2.31
set qor(starting_density_of_the_core_pct) 21.5
set qor(chipWidth_um) 84
set qor(first_pass_grt_wire_length_mm) 4.08
set qor(uppermost_metal_layer_occupied_by_signal_nets) {met3}
set qor(critPathCaptureType) {primary output}
set qor(critical_path.most_common_cell) {sky130_fd_sc_hd__clkdlybuf4s50_1}
set qor(met3WireLength_um) 138
set qor(slowest_delay_ns) 0.41
set qor(cell_types_with_the_largest_area_share_after_synthesis) {sky130_fd_sc_hd__ha_1 (23%), sky130_fd_sc_hd__buf_4 (15%), sky130_fd_sc_hd__a21oi_1 (9.4%)}
set qor(synth-seq-area-share_pct) 0
set qor(synthesis.area_per_instance_um2) 7.61
set qor(finalCoreUtilization_pct) 32.3
set qor(die_height_um) 84
set qor(timing.final.setup_violations) 0
set qor(log.warning_count) 33
set qor(yosys_warnings) 0
set qor(mappedNetlistArea_um2) 852
set qor(maxSlewViolCount) 0
set qor(power.static_leakage_nw) 0.509
set qor(fp-row-count) 23
set qor(initial_antenna_violation_count) 0
set qor(ios) 49
set qor(synth.largest_area_cell) {sky130_fd_sc_hd__ha_1}
set qor(postCtsResizedCells) 0
set qor(drc_markers) 0
set qor(startpoint_type) {input port}
set qor(finalHoldViolCount) 0
[how the worst max path moves through the flow]
| stage | from | endpoint | slack (ns) | cells past startpoint |
|---|---|---|---|---|
| CTS | A[0] | S[16] | 0.09 | 8 |
| global route | A[0] | S[8] | 0.02 | 8 |
| finish | A[0] | S[16] | 0.17 | 8 |
[routing by layer]
metal / track usage, % / up-vias
met5: 0 / -
met2: 11.7 / 21
met1: 8.63 / 387
met4: 0 / 0
met3: 1.18 / 0
li1: - / 470
[where the power goes]
part / switching [mW] / internal (mW)
combinational: 0.0793 / 0.140
clock: 0 / 0
sequential: 0 / 0
[worst max-delay path, delay by kind of cell]
kind                       cells  cell delay [ns]
adders and majority gates      2             0.61
buffers and inverters          2             0.82
AOI/OAI and AO/OA              4             0.75
[kinds of logic (layout without fill, tap and decap cells)]
logic type               Yosys count  in the layout  synth area share (%)
AND-OR/OR-AND                     45             45                  33.5
AND/OR/NAND/NOR                   20             20                  12.9
buffers and inverters             18             50                  15.4
adder cells (fa/ha/maj)           17             17                  25.8
XOR/XNOR                          12             12                  12.3
[through the flow]
step / cell area (um^2) / power, mW / cells / setup slack, ns / hold slack, ns
after floorplan: 852 / 0.142 / 112 / 0.945 / 1.73
after global placement: 1280 / 0.221 / 194 / 0.121 / 2.60
after detailed placement: 1280 / 0.222 / 194 / 0.0972 / 2.60
after CTS: 1280 / 0.223 / 194 / 0.0871 / 2.60
after global routing: 1280 / 0.245 / 194 / 0.0158 / 2.64
final: 1280 / 0.219 / 194 / 0.172 / 2.59
[placed cells by master (no fill, tap or decap), drive strengths merged]
master,synthesis,routed
inv,1,1
xor2,4,4
nor2,4,4
o21bai,4,4
o311ai,1,1
o21a,1,1
a21o,5,5
a21oi,16,16
ha,16,16
a221oi,2,2
nor3b,1,1
o22ai,1,1
a31oi,1,1
nor2b,4,4
o21ai,9,9
clkdlybuf4s50,0,49
nor4,1,1
nand3b,1,1
and4,2,2
nand4,1,1
fa,1,1
a31o,1,1
o2bb2ai,1,1
and3,1,1
a211oi,3,3
xnor2,8,8
nand2,5,5
[cell usage after synthesis, drive strengths merged]
cell / instances
a211oi: 3
a21o: 5
a21oi: 16
a221oi: 2
a31o: 1
a31oi: 1
and3: 1
and4: 2
buf: 17
fa: 1
ha: 16
inv: 1
nand2: 5
nand3b: 1
nand4: 1
nor2: 4
nor2b: 4
nor3b: 1
nor4: 1
o21a: 1
o21ai: 9
o21bai: 4
o22ai: 1
o2bb2ai: 1
o311ai: 1
xnor2: 8
xor2: 4
[final cells by class]
type | instances | area (um^2) | share of cell area, %
inverter | 1 | 3.75 | 0.293
multi-input combinational | 94 | 724 | 56.5
tap | 50 | 62.6 | 4.88
timing repair buffer | 49 | 490 | 38.3
No activity file was given, so power comes from the tool's default toggle rates.

<file path="./run.sh">
#!/bin/bash
# OpenROAD 26Q1-2900-gdf79404cd8, Yosys 0.63+post, stock flow scripts
make -C /OpenROAD-flow-scripts/flow DESIGN_CONFIG=/design/flow/config.mk WORK_HOME=/design/flow/orfs finish
</file>
<file path="./config.mk">
export PLATFORM = sky130hd
export DESIGN_NAME = combine_phase
export DESIGN_NICKNAME = combine_phase
export VERILOG_FILES = /design/flow/design.v
export SDC_FILE = /design/flow/constraint.sdc
export NUM_CORES = 4
export LEC_CHECK = 1
export CORE_UTILIZATION = 30
</file>
<file path="./constraint.sdc">
current_design combine_phase

set clk_period 54.0
set clk_io_pct 0.2

create_clock -name clk0 -period $clk_period

set non_clock_inputs [all_inputs -no_clocks]
set_input_delay [expr $clk_period * $clk_io_pct] -clock clk0 $non_clock_inputs
set_output_delay [expr $clk_period * $clk_io_pct] -clock clk0 [all_outputs]
</file>
<file path="./design.v">
module and_4(
    input [3:0] in1,
    input in2,
    output [3:0] and_out
);
    and a0(and_out[0], in1[0], in2);
    and a1(and_out[1], in1[1], in2);
    and a2(and_out[2], in1[2], in2);
    and a3(and_out[3], in1[3], in2);
endmodule
module and_16(
    input [15:0] in1,
    input in2,
    output [15:0] and_out
);
    and_4 a0(in1[3:0], in2, and_out[3:0]);
    and_4 a1(in1[7:4], in2, and_out[7:4]);
    and_4 a2(in1[11:8], in2, and_out[11:8]);
    and_4 a3(in1[15:12], in2, and_out[15:12]);
endmodule
module and_16_4(
    input [15:0] in1,
    input [3:0] in2,
    output [15:0] and_out_0,
    output [15:0] and_out_1,
    output [15:0] and_out_2,
    output [15:0] and_out_3
);
    and_16 a0(in1, in2[0], and_out_0);
    and_16 a1(in1, in2[1], and_out_1);
    and_16 a2(in1, in2[2], and_out_2);
    and_16 a3(in1, in2[3], and_out_3);
endmodule
module and_16_16(
    input [15:0] in1,
    input [15:0] in2,
    output [15:0] and_out_0,
    output [15:0] and_out_1,
    output [15:0] and_out_2,
    output [15:0] and_out_3,
    output [15:0] and_out_4,
    output [15:0] and_out_5,
    output [15:0] and_out_6,
    output [15:0] and_out_7,
    output [15:0] and_out_8,
    output [15:0] and_out_9,
    output [15:0] and_out_10,
    output [15:0] and_out_11,
    output [15:0] and_out_12,
    output [15:0] and_out_13,
    output [15:0] and_out_14,
    output [15:0] and_out_15
);
    and_16_4 a0(in1, in2[3:0], and_out_0, and_out_1, and_out_2, and_out_3);
    and_16_4 a1(in1, in2[7:4], and_out_4, and_out_5, and_out_6, and_out_7);
    and_16_4 a2(in1, in2[11:8], and_out_8, and_out_9, and_out_10, and_out_11);
    and_16_4 a3(in1, in2[15:12], and_out_12, and_out_13, and_out_14, and_out_15);
endmodule
module full_adder_1bit(
    input in1,
    input in2,
    input cin,
    output sum,
    output cout
);
    wire w1, w2, w3;
    xor x1(w1, in1, in2);
    xor x2(sum, w1, cin);
    and a1(w2, in1, in2);
    and a2(w3, w1, cin);
    or o1(cout, w2, w3);
endmodule
module full_adder_4bit(
    input [3:0] in1,
    input [3:0] in2,
    input cin,
    output [3:0] sum,
    output cout
);
    wire [2:0] w;
    full_adder_1bit f1(in1[0], in2[0], cin, sum[0], w[0]);
    full_adder_1bit f2(in1[1], in2[1], w[0], sum[1], w[1]);
    full_adder_1bit f3(in1[2], in2[2], w[1], sum[2], w[2]);
    full_adder_1bit f4(in1[3], in2[3], w[2], sum[3], cout);
endmodule
module half_adder(
    input in1,
    input in2,
    output sum,
    output cout
);
    xor x1(sum, in1, in2);
    and a1(cout, in1, in2);
endmodule
module adder_16bit(
    input [15:0] in1,
    input [15:0] in2,
    input prev_cout,
    output [15:0] sum, 
    output cout
);
    wire w[5:0];
    half_adder h1(in1[1], in2[0], sum[0], w[0]);
    full_adder_4bit f4_1(in1[5:2], in2[4:1], w[0], sum[4:1], w[1]);
    full_adder_4bit f4_2(in1[9:6], in2[8:5], w[1], sum[8:5], w[2]);
    full_adder_4bit f4_3(in1[13:10], in2[12:9], w[2], sum[12:9], w[3]);
    full_adder_1bit f1_1(in1[14], in2[13], w[3], sum[13], w[4]);
    full_adder_1bit f1_2(in1[15], in2[14], w[4], sum[14], w[5]);
    full_adder_1bit f1_3(prev_cout, in2[15], w[5], sum[15], cout);
endmodule
module combine_phase(
    input [15:0] in1,
    input [15:0] in2,
    output [31:0] product
);
    wire [15:0] and_out_0;
    wire [15:0] and_out_1;
    wire [15:0] and_out_2;
    wire [15:0] and_out_3;
    wire [15:0] and_out_4;
    wire [15:0] and_out_5;
    wire [15:0] and_out_6;
    wire [15:0] and_out_7;
    wire [15:0] and_out_8;
    wire [15:0] and_out_9;
    wire [15:0] and_out_10;
    wire [15:0] and_out_11;
    wire [15:0] and_out_12;
    wire [15:0] and_out_13;
    wire [15:0] and_out_14;
    wire [15:0] and_out_15;
    and_16_16 anding(
        in1, 
        in2, 
        and_out_0,
        and_out_1,
        and_out_2,
        and_out_3,
        and_out_4,
        and_out_5,
        and_out_6,
        and_out_7,
        and_out_8,
        and_out_9,
        and_out_10,
        and_out_11,
        and_out_12,
        and_out_13,
        and_out_14,
        and_out_15
    );
    wire [15:0] temp_sum_0;
    wire [15:0] temp_sum_1;
    wire [15:0] temp_sum_2;
    wire [15:0] temp_sum_3;
    wire [15:0] temp_sum_4;
    wire [15:0] temp_sum_5;
    wire [15:0] temp_sum_6;
    wire [15:0] temp_sum_7;
    wire [15:0] temp_sum_8;
    wire [15:0] temp_sum_9;
    wire [15:0] temp_sum_10;
    wire [15:0] temp_sum_11;
    wire [15:0] temp_sum_12;
    wire [15:0] temp_sum_13;
    wire [15:0] temp_sum_14;
    wire cout_0;
    wire cout_1;
    wire cout_2;
    wire cout_3;
    wire cout_4;
    wire cout_5;
    wire cout_6;
    wire cout_7;
    wire cout_8;
    wire cout_9;
    wire cout_10;
    wire cout_11;
    wire cout_12;
    wire cout_13;
    wire cout_14;
    adder_16bit a0(and_out_0, and_out_1,  1'b0, temp_sum_0, cout_0);
    adder_16bit a1(temp_sum_0, and_out_2,  cout_0, temp_sum_1, cout_1);
    adder_16bit a2(temp_sum_1, and_out_3,  cout_1, temp_sum_2, cout_2);
    adder_16bit a3(temp_sum_2, and_out_4,  cout_2, temp_sum_3, cout_3);
    adder_16bit a4(temp_sum_3, and_out_5,  cout_3, temp_sum_4, cout_4);
    adder_16bit a5(temp_sum_4, and_out_6,  cout_4, temp_sum_5, cout_5);
    adder_16bit a6(temp_sum_5, and_out_7,  cout_5, temp_sum_6, cout_6);
    adder_16bit a7(temp_sum_6, and_out_8,  cout_6, temp_sum_7, cout_7);
    adder_16bit a8(temp_sum_7, and_out_9,  cout_7, temp_sum_8, cout_8);
    adder_16bit a9(temp_sum_8, and_out_10,  cout_8, temp_sum_9, cout_9);
    adder_16bit a10(temp_sum_9, and_out_11,  cout_9, temp_sum_10, cout_10);
    adder_16bit a11(temp_sum_10, and_out_12,  cout_10, temp_sum_11, cout_11);
    adder_16bit a12(temp_sum_11, and_out_13,  cout_11, temp_sum_12, cout_12);
    adder_16bit a13(temp_sum_12, and_out_14,  cout_12, temp_sum_13, cout_13);
    adder_16bit a14(temp_sum_13, and_out_15,  cout_13, temp_sum_14, cout_14);
    assign product[0] = and_out_0[0];
    assign product[1] = temp_sum_0[0];
    assign product[2] = temp_sum_1[0];
    assign product[3] = temp_sum_2[0];
    assign product[4] = temp_sum_3[0];
    assign product[5] = temp_sum_4[0];
    assign product[6] = temp_sum_5[0];
    assign product[7] = temp_sum_6[0];
    assign product[8] = temp_sum_7[0];
    assign product[9] = temp_sum_8[0];
    assign product[10] = temp_sum_9[0];
    assign product[11] = temp_sum_10[0];
    assign product[12] = temp_sum_11[0];
    assign product[13] = temp_sum_12[0];
    assign product[14] = temp_sum_13[0];
    assign product[30:15] = temp_sum_14[15:0];
    assign product[31] = cout_14;
endmodule
</file>
==> results.py <==
# Flow results
metrics = {
    "die": {
        "io_pins": 64,
        "die-area_um2": 23830,
        "initCoreUtil_pct": 30.67,
        "core-area_um2": 22710,
        "die_h_um": 154.4,
        "die_w_um": 154.4,
        "num_rows": 55,
    },
    "synthesis": {
        "top_cells_by_count": "224 x and2_1, 224 x fa_1, 73 x inv_1, 60 x buf_4, 32 x nand2_1",
        "synth_area_um2": 6964,
        "yosys_cells": 632,
        "yosysTopAreaCell": "fa_1",
        "area_leaders": "fa_1 64%, and2_1 20%, buf_4 6.5%",
        "yosys_area_um2": 6964,
        "synth.distinct_cells": 7,
        "yosysTopAreaCellShare_pct": 64.39,
        "ys_seq_share_pct": 0,
        "synth_area_per_cell_um2": 11.02,
        "synth_cells": 632,
        "synth_warnings": 1,
    },
    "layout": {
        "final_cell_area_um2": 7485,
        "nFillCells": 2266,
        "drive_gt1_share_pct": 0.1577,
        "nFlopsAndLatches": 0,
        "area_delta_synth_final_pct": 7.474,
        "ff_latch_area_um2": 0,
        "clkbuf_count": 0,
        "fin_cells": 919,
    },
    "routing": {
        "wl_per_cell_um": 9.976,
        "num_vias": 3911,
        "vias_per_cell": 4.256,
        "drc": 0,
        "ant_nets": 0,
        "n_antenna_cell": 0,
        "first_iter_violations": 53,
        "wirelength_um": 9168,
        "first_pass_iters": 3,
    },
    "global_route": {
        "track_usage_pct": 10.05,
        "grt_pass1_wl_um": 19640,
        "grt_max_degree": 17,
        "grt_overflow_total": 0,
        "antenna_found_initial": 0,
        "grt_pass1_vias": 4701,
    },
    "cts": {
        "cts_resized": 0,
        "cts_setup_buffers": 0,
        "holdBufCountCts": 0,
    },
    "critical_path": {
        "cp_common_cell": "fa_1",
        "cp-start-kind": "primary input",
        "required_ns": 43.20,
        "slowest_delay_ns": 0.70,
        "cp_slowest_cell": "clkdlybuf4s50_1",
        "crit_type": "primary input to primary output",
        "endpoint_kind": "primary output",
        "worstPathMaxFanout": 16,
        "worstPathArrival_ns": 32.05,
    },
    "sta": {
        "maxSlewViolCount": 0,
        "period_used_pct": 79.35,
        "fmax_mhz": 23.34,
        "post-route-min-period_ns": 42.85,
        "tightest_slew_ns": 0.5571,
        "rsz0062_at_grt": "false",
        "finalSetupViolCount": 0,
        "slew_headroom_pct": 62.74,
        "tns_ns": 0,
        "hold_viol": 0,
    },
    "placed_design": {
        "dp_cells": 919,
        "port_buffers": 64,
        "placed_cell_area_um2": 7485,
        "gp_congestion": 0.7400,
        "hpwl_um": 9185,
    },
    "job": {
        "tool_warnings": 32,
        "cap_violations": 0,
    },
    "hold_path": {
        "hold_depth": 6,
        "min_path_type": "primary input to primary output",
    },
    "status": {
        "status": "complete, no violations",
    },
}
==> per-stage QoR <==
step	setup WS (ns)	hold slack (ns)	utilization, %
4_1_cts	10.95	22.88	32.96
2_1_floorplan	12.47	21.78	-
6_report	11.15	22.87	32.96
5_1_grt	10.19	22.95	32.96
3_5_place_dp	10.96	22.88	32.96
3_3_place_gp	11.02	22.88	32.96
==> kinds of logic (layout without fill, tap and decap cells) <==
logic type / after synthesis / count (layout) / synth area share [%]
adders and majority gates: 240 / 240 / 67.27
buffers and inverters: 136 / 138 / 10.89
and+or+nand+nor: 256 / 256 / 21.85
==> layer usage <==
metal	track usage [%]	vias to the layer above	wire length, um
met5	0	-	0
met3	0.6849	0	261
met4	0	0	0
met1	12.41	2103	3588
li1	-	1783	-
met2	20.48	25	5318
==> worst max-delay path: cells and delay by family <==
| family | cells | cell delay [ns] |
|---|---|---|
| and+or+nand+nor | 1 | 0.29 |
| buffers and inverters | 8 | 1.49 |
| adders and majority gates | 44 | 19.47 |
==> final timing paths <==
check	to	startpoint	slack, ns
worst min-delay path	product[30]	in1[15]	22.87
worst max-delay path	product[30]	in1[1]	11.15
==> cell usage in the layout (no fill, tap or decap), drive strengths merged <==
cell           instances
inv                   73
nand2                 32
ha                    16
buf                    1
and2                 224
fa                   224
clkdlybuf4s50         64
==> layout make-up <==
| class | instances | area [um2] | area share [%] |
|---|---|---|---|
| multi-input cells | 496 | 6206 | 82.92 |
| repair buffers | 65 | 648.1 | 8.659 |
| inverters | 73 | 274.0 | 3.661 |
| well taps | 285 | 356.6 | 4.764 |

--- flow/design.v ---
`timescale 1ns / 1ps
module Full_1bit_Adder(sum, c_out, a, b, c_in);
	input a, b, c_in;
	output sum, c_out;
	wire w1, w2, w3;
	xor(w1, a, b);
	and(w2, a, b);
	xor(sum, w1, c_in);
	and(w3, w1, c_in);
	or(c_out, w3, w2);
endmodule
module Full_4bit_Adder(sum, c_out, a, b, c_in);
	output[3:0] sum;
	output c_out;
	input[3:0] a, b;
	input c_in;
	wire w1, w2, w3;
	Full_1bit_Adder fa_0(sum[0], w1, a[0], b[0], c_in);
	Full_1bit_Adder fa_1(sum[1], w2, a[1], b[1], w1);
	Full_1bit_Adder fa_2(sum[2], w3, a[2], b[2], w2);
	Full_1bit_Adder fa_3(sum[3], c_out, a[3], b[3], w3);
endmodule
module Full_16bit_Adder(sum, c_out, a, b, c_in);
	output[15:0] sum;
	output c_out;
	input[15:0] a, b;
	input c_in;
	wire w1,w2,w3;
	Full_4bit_Adder fa4_0(sum[3:0], w1, a[3:0], b[3:0], c_in);
	Full_4bit_Adder fa4_1(sum[7:4], w2, a[7:4], b[7:4], w1);
	Full_4bit_Adder fa4_2(sum[11:8], w3, a[11:8], b[11:8], w2);
	Full_4bit_Adder fa4_3(sum[15:12], c_out, a[15:12], b[15:12], w3);
endmodule
module Full_32bit_Adder(sum, c_out, a, b, c_in);
	input[31:0] a, b;
	input c_in;
	output[31:0] sum;
	output c_out;
	wire w1;
	Full_16bit_Adder fa16_0(sum[15:0], w1, a[15:0], b[15:0], c_in);
	Full_16bit_Adder fa16_1(sum[31:16], c_out, a[31:16], b[31:16], w1);
endmodule
--- flow/run.sh ---
#!/bin/bash
# OpenROAD 26Q1-2900-gdf79404cd8, Yosys 0.63+post, stock flow scripts
make -C /OpenROAD-flow-scripts/flow DESIGN_CONFIG=/design/flow/config.mk WORK_HOME=/design/flow/orfs finish
--- flow/config.mk ---
export PLATFORM = sky130hd
export DESIGN_NAME = Full_32bit_Adder
export DESIGN_NICKNAME = Full_32bit_Adder
export VERILOG_FILES = /design/flow/design.v
export SDC_FILE = /design/flow/constraint.sdc
export NUM_CORES = 4
export LEC_CHECK = 1
export CORE_AREA = 10 10 83 83
export DIE_AREA = 0 0 93 93
--- flow/constraint.sdc ---
current_design Full_32bit_Adder

set clk_period 41.6
set clk_io_pct 0.2

create_clock -name clk0 -period $clk_period

set non_clock_inputs [all_inputs -no_clocks]
set_input_delay [expr $clk_period * $clk_io_pct] -clock clk0 $non_clock_inputs
set_output_delay [expr $clk_period * $clk_io_pct] -clock clk0 [all_outputs]
==> impl_metrics.py <==
# Physical implementation metrics
metrics = {
    "logic_synthesis": {
        "yosys_area_sq_um": 900,
        "adder_share_pct": 71.2,
        "syn_avg_cell_area_sq_um": 13.0,
        "synth.cellmix.compoundShare_pct": 0,
        "muxShareOfSynthArea_pct": 0,
        "netlist_instances": 69,
        "synthDistinctLibCells": 3,
        "top_area_cell": "fa_1",
        "top_logic_kind": "adder cells",
        "ys_cells": 69,
        "ys_sh_xor_pct": 0,
        "topCellsByArea": "fa_1, buf_4, inv_1",
        "yosys.area_share.simple_pct": 0,
        "yosysTopAreaCellShare_pct": 71.2,
        "postSynthSeqShare_pct": 0,
        "netlist_area_sq_um": 900,
        "ys_warn_count": 0,
    },
    "drt": {
        "route.detailed.drc": 0,
        "n_antenna_cell": 0,
        "drtIter0Drc": 1,
        "wl_per_cell_um": 15.7,
        "routed_via_density": 3.50,
        "via_count": 718,
        "antenna_left": 0,
        "firstDrtPassIters": 2,
        "routed_wl_um": 3220,
    },
    "flow_run": {
        "warning_count": 32,
        "maxCapViolCount": 0,
    },
    "clocking": {
        "cts_hold_buf": 0,
        "cts_resized": 0,
        "postCtsSetupBuffers": 0,
    },
    "outcome": {
        "status": "finished clean",
    },
    "global_route": {
        "grt_max_degree": 2,
        "track_usage_pct": 7.46,
        "grt_pass1_wl_um": 5010,
        "antenna_found_initial": 0,
        "grt.overflow.total": 0,
        "grt_pass1_vias": 921,
    },
    "timing": {
        "rsz0062_at_grt": "no",
        "fin_ws_ns": 11.11,
        "fmax_mhz": 32.8,
        "fin_crit_sh_pct": 73.3,
        "hold_viol": 0,
        "fin_crit_ns": 30.49,
        "setup_viol": 0,
        "finalSetupTns_ns": 0,
        "drv_slew": 0,
        "max_slew.worst_pin.slew_ns": 0.115,
        "relSlewSlack_pct": 92.3,
    },
    "worst_setup_path": {
        "start_kind": "primary input",
        "crit_path_top_delay_cell": "clkdlybuf4s50_1",
        "cp.required_ns": 33.28,
        "crit_fanout": 1,
        "path_class": "in2out",
        "arrival_ns": 22.17,
        "critical_path.most_common_cell": "fa_1",
        "critPathCapture": "sum[31]",
        "timing.critical_path.to_type": "primary output",
        "startpoint": "a[0]",
        "max_stage_delay_ns": 0.46,
    },
    "cells_and_area": {
        "ff_latch_area_sq_um": 0,
        "layout-drive-gt1-share_pct": 0,
        "area_growth_pct": 92.1,
        "clkbuf_count": 0,
        "flop-count": 0,
    },
    "placement": {
        "gp_congestion": 0.823,
        "pre_cts_ws_ns": 11.04,
        "dp.final_hpwl_um": 3230,
        "port_buffers": 98,
    },
    "floorplanning": {
        "die_width_um": 93,
        "die_h_um": 93,
        "core_util_floorplan_pct": 17.5,
        "rows": 26,
        "die-area_sq_um": 8650,
        "io_pins": 98,
        "core_area_sq_um": 5140,
    },
    "pwr": {
        "ir_worst_vdd_mv": 0.00742,
        "p_per_area_nw_per_um2": 14.9,
        "p_leak_nw": 0.644,
    },
    "min_path": {
        "hp-class": "in2out",
    },
}
-- per-stage QoR --
stage / utilization (%) / total power [mW] / std cells / instance area (sq um) / hold WS (ns)
floorplan: - / 0.0124 / 69 / 900 / 16.85
global placement: 33.6 / 0.0265 / 205 / 1730 / 17.71
detailed placement: 33.6 / 0.0266 / 205 / 1730 / 17.72
CTS: 33.6 / 0.0267 / 205 / 1730 / 17.72
global route: 33.6 / 0.0294 / 205 / 1730 / 17.76
finish: 33.6 / 0.0258 / 205 / 1730 / 17.71
-- layout make-up --
type | count | area [sq um]
Tap cell | 70 | 87.6
Timing Repair Buffer | 98 | 981
Multi-Input combinational cell | 32 | 641
Fill cell | 536 | 3410
Inverter | 5 | 18.8
-- power breakdown --
group / internal [mW] / total (mW) / switching, mW
Combinational: 0.0190 / 0.0258 / 0.00676
Sequential: 0 / 0 / 0
Clock: 0 / 0 / 0
-- cells by family (layout without fill, tap and decap cells) --
logic type,Yosys count,after routing
fa+ha+maj,32,32
buf+inv,37,103
-- how the worst min path moves through the flow --
stage          from       to  slack (ns)  cells after the start
CTS           b[31]    c_out       17.72                      5
global route  b[31]  sum[31]       17.76                      5
finish        b[31]  sum[31]       17.71                      5
-- cell usage after synthesis --
cell	count
fa_1	32
inv_1	5
buf_4	32
-- per-layer routing --
layer  track usage, %  vias up  wire length [um]
met5                0        -                 0
met4                0        0                 0
met3             6.30        0               744
met2             10.1       98              1070
met1             9.54      318              1400
li1                 -      302                 -
-- cell usage in the layout (no fill, tap or decap), drive strengths merged --
cell type      count
inv                5
fa                32
clkdlybuf4s50     98
-- critical path, delay by kind of cell --
kind                       cells  cell delay, ns
buffers and inverters          4            1.04
adders and majority gates     32           12.77
Power figures rest on the tool's default switching activity, not on a simulated workload.
